[/design/flow/run.sh]
#!/bin/bash
# OpenROAD 26Q1-2900-gdf79404cd8, Yosys 0.63+post, stock flow scripts
make -C /OpenROAD-flow-scripts/flow DESIGN_CONFIG=/design/flow/config.mk WORK_HOME=/design/flow/orfs finish
[/design/flow/config.mk]
export PLATFORM = sky130hd
export DESIGN_NAME = pro1_7seg
export DESIGN_NICKNAME = pro1_7seg
export VERILOG_FILES = /design/flow/design.v
export SDC_FILE = /design/flow/constraint.sdc
export NUM_CORES = 4
export LEC_CHECK = 1
export CORE_UTILIZATION = 40
[/design/flow/constraint.sdc]
current_design pro1_7seg

set clk_period 2.5
set clk_io_pct 0.2

create_clock -name clk0 -period $clk_period [get_ports {clk}]

set non_clock_inputs [all_inputs -no_clocks]
set_input_delay [expr $clk_period * $clk_io_pct] -clock clk0 $non_clock_inputs
set_output_delay [expr $clk_period * $clk_io_pct] -clock clk0 [all_outputs]
[/design/flow/design.v]
`timescale 1ns / 1ps
module pro1_7seg(
    input clk,
    input rst,
	 input [15:0]  show,
    output reg [6:0] seg ,
    output reg [3:0] an
    );
parameter [6:0] dig0 = 7'b1000000;
parameter [6:0] dig1 = 7'b1111001;
parameter [6:0] dig2 = 7'b0100100;
parameter [6:0] dig3 = 7'b0110000;
parameter [6:0] dig4 = 7'b0011001;
parameter [6:0] dig5 = 7'b0010010;
parameter [6:0] dig6 = 7'b0000010;
parameter [6:0] dig7 = 7'b1111000;
parameter [6:0] dig8 = 7'b0000000;
parameter [6:0] dig9 = 7'b0010000;
parameter [6:0] diga = 7'b0001000;
parameter [6:0] digb = 7'b0000011;
parameter [6:0] digc = 7'b1000110;
parameter [6:0] digd = 7'b0100001;
parameter [6:0] dige = 7'b0000110;
parameter [6:0] digf = 7'b0001110;
parameter [6:0] dignone = 7'b1111111;
reg[6:0] segtemp;
reg[3:0] antemp;
wire [3:0] seg0,seg1,seg2,seg3;
reg[16:0] cnt = 0;
assign seg0 = show[15:12];
assign seg1 = show[11:8];
assign seg2 = show[7:4];
assign seg3 = show[3:0];
always@(posedge clk)
begin
	if(rst)
	begin
		antemp<=4'b1111;
		cnt<=0;
	end
	else
	begin
		if(cnt==10000)
		begin
			antemp<=4'b0111;
			cnt<=cnt+1;
		end
		else if(cnt==20000)
		begin
			antemp<=4'b1011;
			cnt<=cnt+1;
		end
		else if(cnt==30000)
		begin
			antemp<=4'b1101;
			cnt<=cnt+1;
		end
		else if(cnt==40000)
		begin
			antemp<=4'b1110;
			cnt<=0;
		end
		else cnt<=cnt+1;
	end
end
always@(posedge clk)
begin
	if(rst) segtemp<=dignone;
	else
	begin
	case(antemp)
			4'b0111: case(seg0)
							0:	segtemp<=dig0;
							1:	segtemp<=dig1;
							2:	segtemp<=dig2;
							3:	segtemp<=dig3;
							4:	segtemp<=dig4;
							5:	segtemp<=dig5;
							6:	segtemp<=dig6;
							7:	segtemp<=dig7;
							8:	segtemp<=dig8;
							9:	segtemp<=dig9;
							10: segtemp<=diga;
							11: segtemp<=digb;
							12: segtemp<=digc;
							13: segtemp<=digd;
							14: segtemp<=dige;
							15: segtemp<=digf;
							default: segtemp<=dignone;
						endcase
			4'b1011: case(seg1)
							0:	segtemp<=dig0;
							1:	segtemp<=dig1;
							2:	segtemp<=dig2;
							3:	segtemp<=dig3;
							4:	segtemp<=dig4;
							5:	segtemp<=dig5;
							6:	segtemp<=dig6;
							7:	segtemp<=dig7;
							8:	segtemp<=dig8;
							9:	segtemp<=dig9;
							10: segtemp<=diga;
							11: segtemp<=digb;
							12: segtemp<=digc;
							13: segtemp<=digd;
							14: segtemp<=dige;
							15: segtemp<=digf;
							default: segtemp<=dignone;
						endcase
			4'b1101: case(seg2)
							0:	segtemp<=dig0;
							1:	segtemp<=dig1;
							2:	segtemp<=dig2;
							3:	segtemp<=dig3;
							4:	segtemp<=dig4;
							5:	segtemp<=dig5;
							6:	segtemp<=dig6;
							7:	segtemp<=dig7;
							8:	segtemp<=dig8;
							9:	segtemp<=dig9;
							10: segtemp<=diga;
							11: segtemp<=digb;
							12: segtemp<=digc;
							13: segtemp<=digd;
							14: segtemp<=dige;
							15: segtemp<=digf;
							default: segtemp<=dignone;
						endcase
			4'b1110: case(seg3)
							0:	segtemp<=dig0;
							1:	segtemp<=dig1;
							2:	segtemp<=dig2;
							3:	segtemp<=dig3;
							4:	segtemp<=dig4;
							5:	segtemp<=dig5;
							6:	segtemp<=dig6;
							7:	segtemp<=dig7;
							8:	segtemp<=dig8;
							9:	segtemp<=dig9;
							10: segtemp<=diga;
							11: segtemp<=digb;
							12: segtemp<=digc;
							13: segtemp<=digd;
							14: segtemp<=dige;
							15: segtemp<=digf;
							default: segtemp<=dignone;
						endcase
			default: segtemp<=dignone;
		endcase
		end
end
always@(*)
begin
	seg=segtemp;
	an=antemp;
end
endmodule
==> CHANGELOG.md <==
## Implementation

- H-tree depth: 1
- Int Pwr: 661 uW
- Syn avg cell area: 8.60 um^2
- Clock share of power: 26.6%
- Critical Path Fanout Max: 5
- Outcome: finished, final reports clean
- Comb pwr share: 22.8%
- Yosys cell count: 285
- Layout cells sized above 1: 10.2%
- Post-CTS resize count: 0
- Switching pwr: 238 uW
- Basic Gates by Area: 24.7%
- IO buf count: 28
- Hold Startpoint: cnt[0]
- Critical path origin: show[13]
- HPWL after DPL: 4.22 mm
- CP Launch Type: input pin
- HP Class: reg -> reg
- OpenROAD warnings: 50
- CTS tree: done
- Final wirelength: 5.30 mm
- CP max stage cell: clkdlybuf4s50_1
- Vias in the first global route: 1,804
- Syn Inst Count: 285
- Die ar.: 0.00644 mm^2
- Fp_density: 41.4%
- Max stage delay on crit path: 0.53 ns
- Iter 0 DRT Violations: 89
- Clock buffer depth: 2
- Hold-fix buffers at CTS: 0
- Crit end category: flip-flop
- EDFF count, synth: 0
- Yosys warnings: 1
- # fillers: 586
- Max-cap violations: 0
- CTS buffer count: 3
- Min Tclk post-route: 2.12 ns
- Core Region: 0.00592 mm^2
- Vias per inst: 5.45
- Die height: 80.3 um
- Largest net degree at the start of global routing: 15
- Cell Type Count: 59
- Synthesized registers: 28
- Yosys chip area: 0.00245 mm^2
- Netlist Area Pre-Place: 0.00245 mm^2
- Initial antenna violation count: 0
- Sw Share: 26.5%
- Clk root buf: clkbuf_8
- WP data arrival: 2.24 ns
- DR WL/cell: 13.7 um
- Ys flop type: dfxtp_1
- Row Count: 28
- Detailed Routing Iterations Pass 1: 4
- Final Hold Viols: 0
- Maximum operating frequency: 472 MHz
- Main logic family after synthesis: simple AND/OR/NAND/NOR gates
- P&R area growth vs syn: 17.5%
- Die Wd: 80.3 um
- Setup TNS: 0 ns
- Setup bufs post-CTS: 0
- Total grt overflow: 0
- Detailed-route via count: 2,113
- Reg-to-Reg Start: cnt[0]
- Diodes inserted: 0
- Post-synth ARST share: 0%
- Slew HR: 62.1%
- Clock sink total: 28
- Clock Pin Slew Worst Setup and Hold Paths: 0.08 ns
- Unrepaired setup endpoints after global routing: false
- CP required: 2.62 ns
- Global-route wire length before repair: 8.62 mm
- Placed Instances: 385
- Cells along the critical path: clkdlybuf4s50_1 > inv_1 > ha_1 > inv_1 > mux4_2 > a22oi_1 > nand4_1
- Sequential share of power: 50.6%
- Register area share after synthesis: 22.9%
- Worst-margin pin slew: 0.566 ns
- Clk_skew: 0.00929 ns
- Most used cell, CP: inv_1
- All-Layer GR Usage: 17.2%
- Final setup fails: 0
- Leak pwr: 0.00113 uW
- Final Core Density: 48.6%
- Ports: 29
- Overall Power: 899 uW
- Max-slew violation count: 0
- R2r setup slk: 0.55 ns
- Xor+xnor area frac: 5.00%
- Number of nets with antenna violations after routing: 0
- Aoi share: 16.0%
- Maximum resistive drop on vdd: 256 uV
- Power density cells: 312 mW/mm^2
- Critical path class: in -> reg
- Adder Area Share: 15.3%
- GPL Wtd Cong: 0.883
- Post-route DRC: 0
- Late-Pin Clk Latency: 0.27 ns
- Post-synth mux share: 10.1%
- Non-Filler Instances: 388
- Final Cycle Share: 84.8%
layout make-up:
| class | count | area (um^2) | area share [%] |
|---|---|---|---|
| Inverter | 23 | 86.3 | 3.00 |
| Timing Repair Buffer | 38 | 355 | 12.3 |
| Clock buffer | 3 | 41.3 | 1.43 |
| Tap cell | 75 | 93.8 | 3.26 |
| Sequential cell | 28 | 561 | 19.5 |
| Multi-Input combinational cell | 221 | 1740 | 60.5 |
worst paths after layout:
path,endpoint,cells after the start
max reg2reg,cnt[16],5
min,cnt[0],1
max,segtemp[3],7
min reg2reg,cnt[0],1
state kept, by name, summed over array words and instances (netlist names):
name / cells
cnt: 17
segtemp: 7
antemp: 4
power groups by stage:
stage	logic, uW	registers, uW	clock network, uW
after CTS	206	455	249
final	205	455	239
after global routing	229	455	270
layout by cell type, fill, tap and decap left out, types with 3 or more instances in the layout:
master,count
a211o_1,4
a21oi_1,13
a22oi_1,8
buf_4,10
clkbuf_8,3
clkdlybuf4s50_1,28
dfxtp_1,28
ha_1,30
inv_1,23
mux2_2,6
mux2i_1,9
mux4_2,4
nand2_1,9
nand2b_1,9
nand3_1,4
nand4_1,7
nand4b_1,6
nor2_1,26
nor2b_1,4
nor3_1,10
nor3b_1,3
nor4_1,4
o2111ai_1,5
o21ai_0,7
o22a_1,3
xnor2_1,11
xor2_1,3
layer usage:
layer | share of wire [%] | vias to the layer above | global-route usage (%)
met2 | 43 | 43 | 25.2
met4 | 0.26 | 0 | 0.714
li1 | - | 1092 | -
met5 | 0 | - | 0
met1 | 55 | 976 | 29.0
met3 | 2.5 | 2 | 1.38
synthesized netlist by cell type (5+ instances only):
master / count / area, um^2
ha_1: 30 / 375
nor2_1: 26 / 97.6
a22oi_1: 8 / 60.1
nor3_1: 10 / 50.1
nand4b_1: 6 / 52.6
nand4_1: 7 / 43.8
mux2i_1: 9 / 90.1
inv_1: 23 / 86.3
mux2_2: 6 / 67.6
nand2_1: 9 / 33.8
dfxtp_1: 28 / 561
xnor2_1: 11 / 96.3
a21oi_1: 13 / 65.1
clkbuf_1: 8 / 30.0
nand2b_1: 9 / 56.3
o2111ai_1: 5 / 43.8
o21ai_0: 7 / 35.0
logic make-up (layout without fill, tap and decap cells):
kind of cell | count (synthesis) | after routing
buffers and inverters | 36 | 64
adders and majority gates | 30 | 30
xor gates and xnor gates | 14 | 14
AOI/OAI and AO/OA | 56 | 56
muxes | 19 | 19
DFF | 28 | 28
and+or+nand+nor | 102 | 102
worst max-delay path, delay by kind of cell:
| kind | cells | cell delay, ns |
|---|---|---|
| mux | 1 | 0.44 |
| compound gates | 1 | 0.19 |
| buf+inv | 3 | 0.70 |
| fa+ha+maj | 1 | 0.31 |
| simple gates | 1 | 0.11 |
stage by stage:
step | setup slack [ns] | hold WS [ns] | cell area [um^2]
after floorplan | 0.691 | 0.442 | 2450
after global routing | 0.292 | 0.530 | 2880
after global placement | 0.139 | 0.465 | 2840
after CTS | 0.392 | 0.492 | 2880
final | 0.381 | 0.483 | 2880
after detailed placement | 0.108 | 0.472 | 2840
Power figures rest on the tool's default switching activity, not on a simulated workload.
